==> design.v <==
module Affichage(
    input wire count,               
    input signed [11:0]compteur,        
    output reg [3:0] unite,       
    output reg [3:0] dizaine,     
    output reg [3:0] centaine     
);
 always @(posedge count) begin
	if (compteur <= 999 && compteur >= 0) begin
		unite    = compteur % 10;
		dizaine  = (compteur / 10) % 10;
		centaine = (compteur / 100);
	end
	else begin
		if (compteur < 0)
			begin
				unite    = 0;
				dizaine  = 0;
				centaine = 0;
		  end
		  else begin
				unite    = 9;
				dizaine  = 9;
				centaine = 9;
		  end
	  end
end
endmodule
==> run.sh <==
#!/bin/bash
# OpenROAD 26Q1-2900-gdf79404cd8, Yosys 0.63+post, stock flow scripts
make -C /OpenROAD-flow-scripts/flow DESIGN_CONFIG=/design/flow/config.mk WORK_HOME=/design/flow/orfs finish
==> config.mk <==
export PLATFORM = sky130hd
export DESIGN_NAME = Affichage
export DESIGN_NICKNAME = Affichage
export VERILOG_FILES = /design/flow/design.v
export SDC_FILE = /design/flow/constraint.sdc
export NUM_CORES = 4
export LEC_CHECK = 1
export CORE_AREA = 10 10 99 99
export DIE_AREA = 0 0 109 109
==> constraint.sdc <==
current_design Affichage

set clk_period 10.7
set clk_io_pct 0.2

create_clock -name clk0 -period $clk_period [get_ports {count}]

set non_clock_inputs [all_inputs -no_clocks]
set_input_delay [expr $clk_period * $clk_io_pct] -clock clk0 $non_clock_inputs
set_output_delay [expr $clk_period * $clk_io_pct] -clock clk0 [all_outputs]
==> impl_metrics.ini <==
; flow metrics
[sta]
slew_violations = 0
fin_crit_sh = 0.938
tns_ns = 0
slew_headroom = 0.376
final_hold_viol_count = 0
worst_slew_pin_slew_ns = 0.931
period_needed_ns = 10.04
timing.fmax_ghz = 0.0996
rsz0062_at_grt = no
setup_viol = 0

[synthesis]
ys_warn_count = 1
synth_cells = 479
synth-seq-cells = 12
most_common_cell = nor2_1
postSynthSeqShare = 0.0701
synth_top_cell_by_area = dfxtp_1
syn-cell-area_um2 = 3430
ys_types = 101
yosysTopAreaCellShare = 0.0701
top_cells_by_count = 47 x nor2_1, 46 x nand2_1, 31 x a21oi_1
ys_cells = 479
area_leaders = dfxtp_1 7.0%, nor2_1 5.1%, nand2_1 5.0%
syn_avg_cell_area_um2 = 7.15
edf_count = 0
async_flop_share = 0
ys_dominant_reg_cell = dfxtp_1
yosysChipArea_um2 = 3430

[power]
ir_drop_mv = 0.0734
power_frac_clock = 0.070
p_comb_frac = 0.851
p_switching_mw = 0.364
p_seq_frac = 0.079
internal-power_mw = 0.323
p_leak_nw = 1.31
swShare = 0.530
pwr_density_cell_nw_per_um2 = 182

[detailed_routing]
first_iter_violations = 252
post_drt_wl_per_cell_um = 17.0
n_antenna_cell = 0
drc_errors = 0
dr.pass1.iters = 7
drt-total-wl_mm = 10.0
vias = 3804
vias_per_cell = 6.45
ant_nets = 0

[cells_and_area]
finish.utilization = 0.490
drive_gt1_frac = 0.133
syn_to_final_growth_pct = 10.5

[clock_tree]
cts_buffers = 3
cts_buffer_depth = 2
root_buffer = clkbuf_8
cts_tree = done
cts_resized = 0
clk_pin_slew_ns = 0.05
postCtsHoldBufs = 0
cts_setup_buffers = 0
cts_max_level = 1
clock_sink_count = 12

[setup_path]
cp.arrival_ns = 10.17
cp_max_fo = 13
endpoint_kind = flop
crit_type = primary input to flop
required_ns = 10.83
cp-start-kind = primary input

[grt]
grt_pass1_vias = 3347
grt_start_max_net_pins = 33
grt.total_usage = 0.168
grt_overflow = 0
antenna_found_initial = 0
grt_pass1_wl_mm = 16.8

[floorplanning]
fp_util = 0.443
chip_area_um2 = 11900
coreArea_um2 = 7730
die_height_um = 109
die_x_um = 109
row_count = 32
io_pins = 25

[job]
warning_count = 25
drv_cap = 0

[place]
portBuffers = 24
place.gp.congestion = 0.932
dp_hpwl_mm = 7.63

[run_status]
outcome = finished clean

[min_path]
hold_class = primary input to flop
==> per-layer routing <==
layer	track usage	routed length [µm]	part of all wire	vias to the layer above
met4	0.0330	157	0.016	0
met1	0.250	4860	0.48	1751
met3	0.0233	701	0.070	14
li1	-	-	-	1904
met2	0.252	4310	0.43	135
met5	0	0	0	-
==> critical path, cell delays in order <==
cell and delay, ns:
clkdlybuf4s50_1 0.64, or4_4 0.66, o311a_4 0.39, or3_4 0.41, o41ai_1 0.37, a31oi_1 0.10
or2_0 0.22, buf_4 0.17, a221o_1 0.40, or2_1 0.46, a32o_1 0.30, a31oi_1 0.21
o221ai_2 0.22, a21o_1 0.27, inv_2 0.18, ha_1 0.26, mux2i_1 0.38, ha_1 0.38
nand2_1 0.10, nor3b_1 0.16, a22oi_1 0.49, mux2i_1 0.15, a211o_1 0.38, a21oi_4 0.21
ha_1 0.19, o21ai_0 0.09, a22o_1 0.24
==> final timing paths <==
kind	cells past startpoint	endpoint	startpoint	slack, ns
min	3	unite[0]	compteur[0]	2.59
max	27	dizaine[3]	compteur[5]	0.66
==> layout by cell type, fill, tap and decap left out, types with 8 or more instances in the layout <==
cell type | netlist | routed
clkdlybuf4s50_1 | 0 | 24
a31oi_1 | 9 | 9
nor3_1 | 20 | 20
xnor2_1 | 14 | 14
o21ai_0 | 19 | 19
inv_1 | 10 | 10
nor2_1 | 47 | 47
mux2i_1 | 13 | 13
a211oi_1 | 9 | 9
dfxtp_1 | 12 | 12
nor4_1 | 8 | 8
nand3_1 | 11 | 11
buf_4 | 0 | 15
o211ai_1 | 9 | 9
a21oi_1 | 31 | 31
nand2_1 | 46 | 46
==> final cells by class <==
cell class              count  area (µm²)
multi-input cells         421        2970
clock buffers               4        55.1
inverters                  12        45.0
flip-flops and latches     12         240
well taps                 102         128
repair buffers             39         353
fillers                   741        3940
==> state kept, by name, indices dropped and copies added (netlist names) <==
signal    count
centaine      4
dizaine       4
unite         4
==> cell families after synthesis <==
family,Yosys count,share of synthesized area
xor+xnor,22,0.0584
buf+inv,46,0.0646
simple gates,193,0.298
fa+ha+maj,10,0.0321
flops,12,0.0701
mux,17,0.0511
compound gates,179,0.425
==> power by group through the flow <==
stage	clock, mW	combinational, mW	sequential (mW)
CTS	0.0487	0.581	0.0548
global route	0.0516	0.651	0.0553
finish	0.0479	0.585	0.0546
==> through the flow <==
stage | instance area [µm²] | std cells | total power, mW | setup WS, ns | hold slack [ns]
after floorplan | 3430 | 479 | 0.524 | 1.87 | 2.30
after global placement | 3730 | 586 | 0.632 | 0.567 | 2.81
after detailed placement | 3730 | 586 | 0.633 | 0.525 | 2.81
after CTS | 3790 | 590 | 0.684 | 0.733 | 2.59
after global routing | 3790 | 590 | 0.758 | 0.00240 | 2.63
final | 3790 | 590 | 0.688 | 0.663 | 2.59
Power and IR drop assume default switching activity.
