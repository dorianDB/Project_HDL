## ./config.mk

```make
export PLATFORM = sky130hd
export DESIGN_NAME = CompteurDecompteurReset
export DESIGN_NICKNAME = CompteurDecompteurReset
export VERILOG_FILES = /design/flow/design.v
export SDC_FILE = /design/flow/constraint.sdc
export NUM_CORES = 4
export LEC_CHECK = 1
export CORE_AREA = 10 10 81 81
export DIE_AREA = 0 0 91 91
```

## ./constraint.sdc

```tcl
current_design CompteurDecompteurReset

set clk_period 4.9
set clk_io_pct 0.2

create_clock -name clk0 -period $clk_period [get_ports {Count}]

set non_clock_inputs [all_inputs -no_clocks]
set_input_delay [expr $clk_period * $clk_io_pct] -clock clk0 $non_clock_inputs
set_output_delay [expr $clk_period * $clk_io_pct] -clock clk0 [all_outputs]
```

## ./run.sh

```bash
#!/bin/bash
# OpenROAD 26Q1-2900-gdf79404cd8, Yosys 0.63+post, stock flow scripts
make -C /OpenROAD-flow-scripts/flow DESIGN_CONFIG=/design/flow/config.mk WORK_HOME=/design/flow/orfs finish
```

## ./design.v

```verilog
module CompteurDecompteurReset(Count, Mode, Reset, Compteur);
input wire Count;
input wire Mode;
input wire Reset;
output wire signed [11:0]Compteur;
reg signed [11:0] InternalCompteur;
always @(negedge Count or posedge Reset) 
begin
	if (Reset == 1)
	begin
		InternalCompteur <= 0;
	end else
	begin
		if (Mode == 1) 
			begin
				InternalCompteur <= InternalCompteur + 1; 
			end
		else
			begin
				InternalCompteur <= InternalCompteur - 1; 
			end
	end	
end
assign Compteur = InternalCompteur;
endmodule
```

==> results.sh <==
# physical design summary
export IMPL_critPathMaxFanout=4
export IMPL_vias_per_cell=3.91
export IMPL_syn_area_um2=802
export IMPL_place_hpwl_mm=1.55
export IMPL_drt_total_wl_mm=2.25
export IMPL_drt_iter0_drc=35
export IMPL_pin_count=15
export IMPL_area_delta_synth_final_pct=78.3
export IMPL_violations="negative setup slack"
export IMPL_fin_total_pwr_mw=0.968
export IMPL_initCoreUtil_pct=16.6
export IMPL_ys_cells=73
export IMPL_coreArea_um2=4820
export IMPL_final_area_um2=1430
export IMPL_required_ns=2.56
export IMPL_dp_slack_ns=-0.833
export IMPL_track_usage_pct=5.15
export IMPL_synth_flops=12
export IMPL_cts_buffers=3
export IMPL_top_register="InternalCompteur"
export IMPL_warnings=28
export IMPL_yosysSeqAreaShare_pct=37.4
export IMPL_placed_area_um2=1190
export IMPL_netlist_top_cell_by_area="dfrtn_1"
export IMPL_cts_hold_buf=0
export IMPL_yosys_top_cells_area="dfrtn_1 37%, ha_1 16%, xnor2_1 7.6%"
export IMPL_setup_tns_final_ns=-0.0331
export IMPL_synth_warnings=1
export IMPL_hold_ws_ns=0.374
export IMPL_grt_pass1_wl_mm=3.56
export IMPL_drtAntennaViolNets=0
export IMPL_root_buffer="clkbuf_8"
export IMPL_yosysTopAreaCellShare_pct=37.4
export IMPL_n_fill_cell=492
export IMPL_cp_data_arrival_time_ns=2.59
export IMPL_n_antenna_cell=0
export IMPL_ys_chip_area_um2=802
export IMPL_worstMarginPinSlew_ns=0.511
export IMPL_final_setup_worst_slack_ns=-0.0331
export IMPL_drv_slew=0
export IMPL_hold_violations=0
export IMPL_finalSetupViolCount=1
export IMPL_ff_latch_area_um2=300
export IMPL_powerDensity_nw_per_um2=677
export IMPL_syn_inst=73
export IMPL_firstDrtPassIters=4
export IMPL_synth_avg_cell_area_um2=11.0
export IMPL_largest_reg_flops=12
export IMPL_port_buffers=14
export IMPL_p_leak_nw=0.604
export IMPL_gp_congestion=0.892
export IMPL_critical_path_startpoint_type="primary input"
export IMPL_max_cap_violations=0
export IMPL_fp_dieW_um=91
export IMPL_path_class="primary input to register"
export IMPL_skew_ns=0.00287
export IMPL_die_h_um=91
export IMPL_crit_path_end_kind="register"
export IMPL_antenna_found_initial=0
export IMPL_chipArea_um2=8280
export IMPL_wl_per_cell_um=12.0
export IMPL_drc=0
export IMPL_synth_distinct_cells=25
export IMPL_grt_pass1_vias=712
export IMPL_clk_pin_slew_worst_paths_ns=0.04
export IMPL_rows=25
export IMPL_relSlewSlack_pct=65.9
export IMPL_vdd_drop_max_uv=218
export IMPL_combGateArea_um2=588
export IMPL_hp_class="register to register"
export IMPL_cts_max_path_buffers=2
export IMPL_clk_latency_ns=0.26
export IMPL_top_regs="InternalCompteur: 12 flops"
export IMPL_drive_gt1_share_pct=43.8
export IMPL_cts_tree="built"
export IMPL_ctsHtreeMaxLevel=1
export IMPL_cts_sinks=12
export IMPL_vias=735
export IMPL_overflow=0
export IMPL_rsz0062_at_grt="true"
export IMPL_grt_start_max_net_pins=13
export IMPL_status="finished with violations"
critical path: stages:
cell and delay, ns:
buf_8 0.08, clkinvlp_4 0.13, buf_12 0.17, ha_4 0.23, a211oi_4 0.26, nor2_2 0.08
o21a_1 0.19, o41a_1 0.32, xor2_1 0.14
power breakdown:
group          switching [mW]  total (mW)  leakage, nW  internal, mW
registers              0.0412       0.197        0.142         0.156
logic                   0.256       0.679        0.440         0.423
clock network          0.0372      0.0914       0.0216        0.0543
total                   0.335       0.968        0.604         0.633
logic make-up (layout without fill, tap and decap cells):
family	count (synthesis)	in the layout	synth area share, %
AOI/OAI and AO/OA	21	21	21.4
and+or+nand+nor	16	16	10.8
DFF	12	12	37.4
adders and majority gates	11	11	18.1
xor gates and xnor gates	10	10	10.9
buffers and inverters	3	51	1.40
final timing paths:
kind                       cells after the start                    to  slack [ns]                 from
max reg2reg                                    6   InternalCompteur[8]        2.91  InternalCompteur[1]
min                                            1   InternalCompteur[0]        0.37  InternalCompteur[0]
min reg2reg                                    1   InternalCompteur[0]        0.37  InternalCompteur[0]
max in group asynchronous                      2   InternalCompteur[5]        1.14                Reset
max                                            9   InternalCompteur[8]       -0.03                 Mode
min in group asynchronous                      2  InternalCompteur[11]        3.39                Reset
Yosys cell counts (all sizes together):
cell type  instances
o21a               2
nor2               6
and2               3
a211oi             2
a41oi              1
ha                10
and3               2
o41a               1
nand3b             1
nand4              1
o21ai              2
xnor2              7
nand2              1
a21o               3
xor2               3
nor3               2
a21boi             1
dfrtn             12
fa                 1
a2111oi            1
o211ai             1
inv                3
a21oi              7
cells in the final DEF, fill, tap and decap left out, drive strengths merged, types with 3 or more instances in the layout:
master,n
buf,32
clkdlybuf4s50,13
dfrtn,12
ha,10
xnor2,7
a21oi,7
nor2,6
and2,3
a21o,3
clkbuf,3
xor2,3
per-layer routing:
| layer | track usage (%) | up-vias | share of wire [%] |
|---|---|---|---|
| met3 | 1.91 | 0 | 5.4 |
| met2 | 8.47 | 12 | 49 |
| met5 | 0 | - | 0 |
| li1 | - | 362 | - |
| met4 | 0 | 0 | 0 |
| met1 | 6.73 | 361 | 45 |
what timing repair did:
item | in CTS | in global routing
pin swaps | 6 | 14
resized | 12 | 11
setup endpoints to repair | 8 | 5
setup buffers | 6 | 4
per-stage QoR:
stage                     util [%]  std cells
after floorplan                  -         73
after global placement        24.8        175
after detailed placement      24.8        175
after CTS                     27.8        184
after global routing          29.7        188
final                         29.7        188
area by class of cell:
class	count	share of cell area, %
clock buffers	3	2.89
inverters	3	1.05
multi-input cells	58	41.1
flip-flops and latches	12	21.0
well taps	67	5.86
repair buffers	45	28.1
Power is estimated from default activity; no workload was simulated.
