==> design/flow/design.v <==
module BCD7Seg(BinIn, SegOut);
input[3:0] BinIn;				 
output[0:6] SegOut;		
reg[0:6] iSegOut;			 
assign SegOut[0:6] = ~iSegOut[0:6];	 
always @(BinIn)
begin
	case (BinIn)
		0 : iSegOut <= 	7'b1111110;
		1 : iSegOut <= 	7'b0110000;
		2 : iSegOut <= 	7'b1101101;
		3 : iSegOut <= 	7'b1111001;
		4 : iSegOut <= 	7'b0110011;
		5 : iSegOut <= 	7'b1011011;
		6 : iSegOut <= 	7'b1011111;
		7 : iSegOut <= 	7'b1110000;
		8 : iSegOut <= 	7'b1111111;
		9 : iSegOut <= 	7'b1111011;
		default : iSegOut <= 	7'b0000000;
	endcase
end
endmodule
==> design/flow/run.sh <==
#!/bin/bash
# OpenROAD 26Q1-2900-gdf79404cd8, Yosys 0.63+post, stock flow scripts
make -C /OpenROAD-flow-scripts/flow DESIGN_CONFIG=/design/flow/config.mk WORK_HOME=/design/flow/orfs finish
==> design/flow/config.mk <==
export PLATFORM = sky130hd
export DESIGN_NAME = BCD7Seg
export DESIGN_NICKNAME = BCD7Seg
export VERILOG_FILES = /design/flow/design.v
export SDC_FILE = /design/flow/constraint.sdc
export NUM_CORES = 4
export LEC_CHECK = 1
export CORE_AREA = 10 10 70 70
export DIE_AREA = 0 0 80 80
==> design/flow/constraint.sdc <==
current_design BCD7Seg

set clk_period 1.4
set clk_io_pct 0.2

create_clock -name clk0 -period $clk_period

set non_clock_inputs [all_inputs -no_clocks]
set_input_delay [expr $clk_period * $clk_io_pct] -clock clk0 $non_clock_inputs
set_output_delay [expr $clk_period * $clk_io_pct] -clock clk0 [all_outputs]
==> reports/metrics.cfg <==
[run_status]
status=finished, final reports clean

[final_layout]
layout-area-overhead-vs-synth_pct=128
final_cell_mix=sky130_fd_sc_hd__buf_4 (4), sky130_fd_sc_hd__o21ai_1 (3), sky130_fd_sc_hd__ha_4 (3), sky130_fd_sc_hd__buf_2 (3), sky130_fd_sc_hd__dlygate4sd2_1 (3)
seq_cell_count=0
layout.cell_area.non_filler_um2=434
final_layout_size_suffix_gt1_share_pct=50.0
num-clock-buffers=0
fillCellCount=395
regArea_um2=0
lay_top_count=sky130_fd_sc_hd__buf_4

[logic_synthesis]
postSynthCellCount=28
synth-simple-area-share_pct=15.8
syn_area_um2=190
area_leaders=sky130_fd_sc_hd__ha_1 (33%), sky130_fd_sc_hd__inv_1 (9.9%), sky130_fd_sc_hd__a21oi_1 (7.9%)
synth_largest_type_area_fraction_pct=32.9
synth_stat.cells=28
top_area_cell=sky130_fd_sc_hd__ha_1
post_synth_xor_area_fraction_pct=4.61
yosys.stat.seqShare_pct=0
synth.yosys.warnings=1
synth.mux.area_fraction_pct=0
top_logic_kind=adder cells
ys_sh_adder_pct=32.9
synth.avg_cell_area_um2=6.79
synth.cellmix.compoundShare_pct=30.9
synth_cell_types=12
yosysChipArea_um2=190

[floorplanning]
core_util_floorplan_pct=5.57
dieHeight_um=80
chip_area_um2=6400
boundaryPins=11
core.rowCount=21
core-area_um2=3420
die_width_um=80

[setup_path]
cp.arrival_ns=1.10
critical-path-slowest-cell=sky130_fd_sc_hd__or2_1
critPathMaxFanout=3
timing.critical_path.cells=buf_6 > ha_4 > or2_1 > a21oi_2 > a31oi_1 > buf_2
critPathCaptureType=output port
worst_setup_path_start_kind=input pin
longest_individual_stage_delay_on_the_worst_path_ns=0.21
path_class=input pin to output port
crit_required_ns=1.12

[detailed_routing]
drt_wl_total_um=682
num_antenna_cells=0
vias_per_cell=2.56
routed-via-count=225
antenna_violating_nets_post_route=0
drc=0
routedWlPerCell_um=7.75
drt-initial-drc-count=8
drtPass1Iterations=2

[grt]
grt_max_degree=9
grt_first_pass_wirelength_mm=1.01
gr-total-overflow=0
grt_pass1_vias=238
globalRouteTotalUtil_pct=1.94
antenna_found_initial=0

[sta]
final.setup.worst_slack_ns=0.0223
finalWorstPathRequiredPeriod_ns=1.38
rsz0062_at_grt=yes
max_slew_violations=0
fmaxAchievable_mhz=726
period_used_pct=98.4
slew_headroom_pct=88.6
tightestPinTransition_ns=0.172
final_hold_violation_count=0
setup_viol=0

[clock_network]
cts_hold_buf=0

[pwr]
power.static_leakage_nw=0.174
ir_drop_uv=42.5
power_density_nw_per_um2=242

[place]
gp_routability_congestion=0.722
postPlaceCellArea_um2=377
number_of_buffers_inserted_by_port_buffering=11
dpl.hpwl_um=597
detailedPlace.worstSlack_ns=-0.796

[flow_run]
cap_violations=0
warning_count=37

[hold_path]
timing.hold.worst.class=input pin to output port

[cells in the mapped netlist]
library cell	n
sky130_fd_sc_hd__ha_1	5
sky130_fd_sc_hd__inv_1	5
sky130_fd_sc_hd__a21oi_1	3
sky130_fd_sc_hd__nor2_1	3
sky130_fd_sc_hd__o21ai_0	3
sky130_fd_sc_hd__a31oi_1	2
sky130_fd_sc_hd__nand2b_1	2
sky130_fd_sc_hd__a21oi_2	1
sky130_fd_sc_hd__a22oi_1	1
sky130_fd_sc_hd__buf_6	1
sky130_fd_sc_hd__or2_1	1
sky130_fd_sc_hd__xor2_1	1
[where the power goes]
part	internal [mW]	total (mW)	switching (mW)	leakage (nW)
Combinational	0.0587	0.105	0.0466	0.174
Clock	0	0	0	0
Sequential	0	0	0	0
[metrics by stage]
stage | total power [mW] | TNS [ns] | util, % | hold slack [ns] | cells
after floorplan | 0.0342 | 0 | - | 0.591 | 28
after global placement | 0.0978 | -4.92 | 11.0 | 1.63 | 88
after detailed placement | 0.0991 | -5.05 | 11.0 | 1.62 | 88
after CTS | 0.0964 | 0 | 11.6 | 1.03 | 88
after global routing | 0.119 | -0.110 | 12.7 | 0.986 | 88
final | 0.105 | 0 | 12.7 | 0.965 | 88
[cell families after synthesis]
| group | Yosys count |
|---|---|
| buffers and inverters | 6 |
| XOR/XNOR | 1 |
| adder cells (fa/ha/maj) | 5 |
| AND-OR/OR-AND | 10 |
| AND/OR/NAND/NOR | 6 |
[final timing paths]
kind / start / to / slack [ns] / cells past startpoint
worst max-delay path: BinIn[0] / SegOut[3] / 0.02 / 6
worst min-delay path: BinIn[1] / SegOut[2] / 0.97 / 4
[cell type report]
type	instances	area, um2	share of cell area (%)
multi-input cells	22	219	50.4
inverters	5	28.8	6.63
well taps	46	57.6	13.3
repair buffers	15	129	29.7
[critical path, delay by kind of cell]
kind / cells / cell delay [ns]
buffers and inverters: 2 / 0.23
AOI/OAI and AO/OA: 2 / 0.22
and+or+nand+nor: 1 / 0.21
adders and majority gates: 1 / 0.14
[metal layers]
layer  wire, um  vias to the layer above  GRT usage, %
met5          0                        -             0
met4          0                        0             0
met3         16                        0         0.227
li1           -                      121             -
met2        386                        3          4.33
met1        279                      101          1.85
[repair_timing]
item,4_1_cts,5_1_grt
setup buffers,0,0
resized,41,12
pin swaps,6,4
setup endpoints to repair,7,5
No activity file was given, so power comes from the tool's default toggle rates.
